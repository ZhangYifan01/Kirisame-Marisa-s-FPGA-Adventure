<file path="run.sh">
#!/bin/bash
# OpenROAD 26Q1-2900-gdf79404cd8, Yosys 0.63+post, stock flow scripts
make -C /OpenROAD-flow-scripts/flow DESIGN_CONFIG=/design/flow/config.mk WORK_HOME=/design/flow/orfs finish
</file>
<file path="config.mk">
export PLATFORM = sky130hd
export DESIGN_NAME = location
export DESIGN_NICKNAME = location
export VERILOG_FILES = /design/flow/design.v
export SDC_FILE = /design/flow/constraint.sdc
export NUM_CORES = 4
export LEC_CHECK = 1
export CORE_UTILIZATION = 40
</file>
<file path="constraint.sdc">
current_design location

set clk_period 19.4
set clk_io_pct 0.2

create_clock -name clk0 -period $clk_period [get_ports {GameClock}]

set non_clock_inputs [all_inputs -no_clocks]
set_input_delay [expr $clk_period * $clk_io_pct] -clock clk0 $non_clock_inputs
set_output_delay [expr $clk_period * $clk_io_pct] -clock clk0 [all_outputs]
</file>
<file path="design.v">
module location (left, right, up, down, xin, yin, reset, GameClock, ex, ey, titlex, titley, start, hurt);
	input logic left, right, up, down, reset, GameClock, start;
	output logic [7:0] xin, yin;
	logic [7:0] x, y;
	output logic [9:0][7:0] ex, ey;
	output logic [7:0] titlex, titley;
	output logic hurt;
	logic [12:0] count;
	initial begin
		x = 100;
		y = 190;
		hurt = 1'b0;
	end
	always_ff @(posedge GameClock) begin
		if (left && x != 10) x = x - 2;
		if (right && x != 190) x = x + 2;
		if (up && y != 40) y = y - 2;
		if (down && y != 230) y = y + 2;
	end
	always_ff @(posedge GameClock) begin
		if (start) begin
			count++;
			if(titley < 242) titley++;
			if (count > 260 && count < 500) begin
				ex[1] = 50;
				ey[1] = count - 250;
				ex[2] = 90;
				ey[2] = count - 250;
				ex[3] = 130;
				ey[3] = count - 250;
			end
			if (count > 360 && count < 600) begin
				ex[4] = 70;
				ey[4] = count - 350;
				ex[5] = 110;
				ey[5] = count - 350;
				ex[6] = 150;
				ey[6] = count - 350;
			end
			if (count > 460 && count < 700) begin
				ex[7] = 90;
				ey[7] = count - 450;
				ex[8] = 130;
				ey[8] = count - 450;
			end
			if (count > 720 && count < 1200) begin   
				ex[9] = 70;
				ey[9] = 10;
			end
			if (count > 720 && count < 1200) begin
					ex[2] = ex[9] + 30;
					ey[2] = ey[9] + 1 + count % 240;
					ex[3] = ex[9] + 31 + (count%240)/3;
					ey[3] = ey[9] + 2 + count % 240;
					ex[4] = ex[9] + 29 - (count % 240)/3;
					ey[4] = ey[9] + 3 + count % 240;
			end
			if (count > 1200 && count < 1241) begin
				ey[9] = 10 + 6 * (count - 1200);
			end
			if (count > 1248 && count < 1250) begin
				ex[5] = ex[0] + 10;
				ey[5] = 255;
				ex[6] = ex[0] + 60;
				ey[6] = 255;
			end
			if (count > 1250 && count < 1500) begin  
				ex[0] = 130 - (count-1250) / 3;
				ey[0] = 1490 - count;
			end
			if (count > 1500 && count < 1800) begin
				ex[0] = 50;
				ey[0] = 5;
			end
			if (count > 1800 && count < 1900) begin
				ex[0] = 50 + (count - 1800)/2;
				ey[0] = 5 + (count - 1800) / 4;
			end
			if (count > 1900 && count < 2000) begin
				ex[0] = 101 - (count - 1900);
				ey[0] = 5 + (count - 1800) / 4;
			end
			if (count > 2000 && count < 2100) begin
				ex[0] = 1 + (count - 2000);
				ey[0] = 5 + (count - 1800) / 4;
			end
			if (count > 2100 && count < 2200) begin
				ex[0] = 100 - (count - 2100) / 2;
				ey[0] = 5 + (count - 1800) / 4;
			end
			if (count > 2200 && count < 2275) begin
				ex[0] = 50;
				ey[0] = 105 + 2*(count - 2200);
			end
			if (count > 1500 && count < 2200) begin
				ex[5] = ex[0] + 10;
				ex[6] = ex[0] + 60;
				if (ey[5] < 250) ey[5] = ey[5] + 2;
				else ey[5] = ey[0] + 71;
				if (ey[6] < 250) ey[6] = ey[6] + 2;
				else ey[6] = ey[0] + 71;
			end
			if (count > 2203 && count < 2205) begin 
				ey[6] = 255;
				ey[5] = 255;
			end
			if (count > 2400) count = 250;
		end else begin
			ex[1] = 250;
			ey[1] = 255;
			ex[2] = 251;
			ey[2] = 255;
			ex[3] = 252;
			ey[3] = 255;
			ex[4] = 253;
			ey[4] = 255;
			ex[5] = 254;
			ey[5] = 255;
			ex[6] = 255;
			ey[6] = 255;
			ex[7] = 256;
			ey[7] = 255;
			ex[8] = 257;
			ey[8] = 255;
			ex[0] = 150;
			ey[0] = 249;
			ex[9] = 200;
			ey[9] = 250;
			titlex = 20;
			titley = 40;
			count = 0;
		end
	end
	always_ff @(posedge GameClock) begin   
		if ((((xin > ex[1] - 5 ) && (xin < ex[1] + 5)) && ((yin < ey[1] + 5 ) && (yin > ey[1] - 5))) 
		 || (((xin > ex[2] - 5 ) && (xin < ex[2] + 5)) && ((yin < ey[2] + 5 ) && (yin > ey[2] - 5)))
		 || (((xin > ex[3] - 5 ) && (xin < ex[3] + 5)) && ((yin < ey[3] + 5 ) && (yin > ey[3] - 5)))
		 || (((xin > ex[4] - 5 ) && (xin < ex[4] + 5)) && ((yin < ey[4] + 5 ) && (yin > ey[4] - 5)))
		 || (((xin > ex[5] - 5 ) && (xin < ex[5] + 5)) && ((yin < ey[5] + 5 ) && (yin > ey[5] - 5)))
		 || (((xin > ex[6] - 5 ) && (xin < ex[6] + 5)) && ((yin < ey[6] + 5 ) && (yin > ey[6] - 5)))
		 || (((xin > ex[7] - 5 ) && (xin < ex[7] + 5)) && ((yin < ey[7] + 5 ) && (yin > ey[7] - 5)))
		 || (((xin > ex[8] - 5 ) && (xin < ex[8] + 5)) && ((yin < ey[8] + 5 ) && (yin > ey[8] - 5)))
		 || (((xin - ex[9] < 80 ) && (xin - ex[9] > 0)) && ((yin - ey[9] > 0 ) && (yin - ey[9] < 40 )))
		 || (((xin - ex[0] < 70 ) && (xin - ex[0] > 0)) && ((yin - ey[0] > 0 ) && (yin - ey[0] < 70 )))
		) hurt = 1'b1;
      else hurt = 1'b0;
	end
	always_comb begin
		xin = x;
		yin = y;
	end
endmodule
</file>
==> qor.csv <==
metric,value,unit
core,54100,um^2
cts_resized,0,
routabilityCongestion,0.947,
cts_tree,done,
max_slew_margin_vs_limit,36.8,%
crit_path_start_kind,register,
setup_slack,8590,ps
rsz0062_at_grt,no,
hpwl,57200,um
power_frac_seq,18.5,%
fin_skew,10.7,ps
timing.critical_path.mode_cell,sky130_fd_sc_hd__ha_1,
post_dp_cell_area,24300,um^2
final_core_utilization,45.9,%
log.warning_count,73,
placement_rows,85,
insertion_delay_of_the_later_clocked_pin_in_the_worst_skew_pair,500,ps
cell_internal_pwr,1.25,mW
dp_worst_setup_slack,8830,ps
worst_margin_pin_slew,936,ps
status,"finished, final reports clean",
worst_setup_path_end_kind,register,
p_per_area,96.9,nW/um^2
pwr-share-clk,14.4,%
chip_area,56100,um^2
synth.cell_area,22100,um^2
totalNegativeSetupSlack,0,ps
critical_path_arrival,11140,ps
drc,0,
postCtsHoldBufs,0,
hold_path.class,reg2reg,
wire_per_inst,20.6,um
irDropWorstVdd,0.101,mV
first_global_vias,19600,
post-cts-setup-buffers,0,
port-buffer-count,174,
max-cap-violations,0,
postRouteWirelength,77000,um
critPathKind,reg2reg,
drt_pre_antenna_iters,7,
final_critical_period,10810,ps
clockBufferDepth,2,
layout_top_cell_excl_fill_tap,sky130_fd_sc_hd__ha_1,
route.vias.total,21900,
finalNonFillerCells,3740,
p_leak,10.7,nW
yosys_warnings,1,
final_antenna_net_count,0,
detailedRoute.firstIterationViolations,1596,
fin_crit_sh,55.7,%
share_comb_of_total_power,67.0,%
async_reset_ff_share,0,%
global_route.usage.total,27.5,%
die_y_size,237,um
path_max_fanout,30,
cts.sink_count,167,
synth.yosys.chip_area,22100,um^2
maxClockFrequency,0.0925,GHz
final.fill_count,5282,
hold-worst-slack,489,ps
clockRootBuffer,sky130_fd_sc_hd__clkbuf_16,
netlist-cell-type-count,109,
syn2layout_area_growth,12.6,%
edf_count,0,
switching_power,1.16,mW
layout-drive-gt1-share,5.35,%
critical_path_required,19740,ps
global_route_overflow,0,
synth-seq-area-share,15.2,%
layout.cell_area.non_filler,24800,um^2
io-pin-count,200,
clock_tree.htree_level_count,4,
synthesized_netlist_cell_count,2964,
num_antenna_cells,0,
effective_utilization_at_floorplan,40.8,%
grt_max_degree,67,
hold_path_depth,1,
ff_type,sky130_fd_sc_hd__dfxtp_1,
die_w,237,um
antenna_found_initial,2,
synth_area_per_cell,7.44,um^2
power.switching_fraction,48.0,%
hold_viol,0,
max_stage_delay,610,ps
finalPower,2.41,mW
finalSetupViolCount,0,
timing.final.max_slew_violations,0,
first_pass_grt_wire_length,118000,um
ff2ff_path_depth,36,
cp_slowest_cell,sky130_fd_sc_hd__ha_1,
numCtsBuffers,17,
layout.cells.most_common_list,"305 x sky130_fd_sc_hd__ha_1, 274 x sky130_fd_sc_hd__nand2_1, 224 x sky130_fd_sc_hd__nor2_1",
clk_pin_slew_worst_paths,70,ps
ys_cells,2964,
routed_via_density,5.85,
placedCellCount,3708,
yosys_register_bits,167,
metal layers:
layer	up-vias	track usage [%]	part of all wire, %
li1	10700	-	-
met4	0	4.60	1.9
met5	-	0	0
met2	712	43.1	45
met1	10400	41.1	47
met3	86	3.43	5.8
final timing paths:
path                                             start                     end  slack [ps]
worst max-delay path               count[0]$_SDFF_PP0_     ex[43]$_SDFFE_PN1P_        8590
worst min-delay path            titley[6]$_SDFFE_PN0N_  titley[6]$_SDFFE_PN0N_         490
worst max register to register     count[0]$_SDFF_PP0_     ex[43]$_SDFFE_PN1P_        8590
worst min register to register  titley[6]$_SDFFE_PN0N_  titley[6]$_SDFFE_PN0N_         490
kinds of logic after synthesis:
| family | count (synthesis) | synth area share (%) |
|---|---|---|
| adders and majority gates | 317 | 18.3 |
| xor gates and xnor gates | 328 | 13.2 |
| other | 2 | 0.0340 |
| and+or+nand+nor | 968 | 21.5 |
| AOI/OAI and AO/OA | 812 | 24.2 |
| buffers and inverters | 356 | 6.89 |
| DFF | 167 | 15.2 |
| muxes | 14 | 0.698 |
power by group through the flow:
stage / sequential [mW] / combinational [mW] / clock [mW]
final: 0.446 / 1.61 / 0.347
after global routing: 0.452 / 1.81 / 0.367
after CTS: 0.446 / 1.60 / 0.357
final cells by class:
| type | instances | area (um^2) | area share, % |
|---|---|---|---|
| Multi-Input combinational cell | 2464 | 17300 | 69.7 |
| Sequential cell | 167 | 3340 | 13.5 |
| Timing Repair Buffer | 230 | 2160 | 8.70 |
| Tap cell | 696 | 871 | 3.51 |
| Inverter | 151 | 567 | 2.28 |
| Clock buffer | 18 | 439 | 1.77 |
| Clock inverter | 14 | 140 | 0.564 |
sequential cells by signal (all words and copies together), names as in the netlist:
name	cells
titley	8
count	13
ex	59
hurt	1
ey	72
y	7
x	7
Yosys cell counts, types with 55 or more instances:
library cell | count | share of area, %
sky130_fd_sc_hd__ha_1 | 305 | 17
sky130_fd_sc_hd__nand2_1 | 275 | 4.7
sky130_fd_sc_hd__nor2_1 | 225 | 3.8
sky130_fd_sc_hd__o21ai_0 | 201 | 4.6
sky130_fd_sc_hd__xnor2_1 | 200 | 7.9
sky130_fd_sc_hd__a21oi_1 | 192 | 4.4
sky130_fd_sc_hd__dfxtp_1 | 167 | 15
sky130_fd_sc_hd__inv_1 | 146 | 2.5
sky130_fd_sc_hd__clkbuf_1 | 140 | 2.4
sky130_fd_sc_hd__xor2_1 | 124 | 4.9
sky130_fd_sc_hd__nand3_1 | 100 | 2.3
sky130_fd_sc_hd__a21o_1 | 74 | 2.5
sky130_fd_sc_hd__nor2b_1 | 62 | 1.8
sky130_fd_sc_hd__nor3_1 | 60 | 1.4
sky130_fd_sc_hd__nand2b_1 | 55 | 1.6
worst max-delay path, delay by kind of cell (launching register included):
kind	cells	cell delay [ps]
AOI/OAI and AO/OA	16	4370
buffers and inverters	3	720
xor gates and xnor gates	1	180
DFF	1	310
and+or+nand+nor	10	2590
adders and majority gates	6	2480
Power is estimated from default activity; no workload was simulated.
