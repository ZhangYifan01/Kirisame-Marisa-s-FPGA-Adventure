## run.sh

```bash
#!/bin/bash
# OpenROAD 26Q1-2900-gdf79404cd8, Yosys 0.63+post, stock flow scripts
make -C /OpenROAD-flow-scripts/flow DESIGN_CONFIG=/design/flow/config.mk WORK_HOME=/design/flow/orfs finish
```

## config.mk

```make
export PLATFORM = sky130hd
export DESIGN_NAME = line_drawer
export DESIGN_NICKNAME = line_drawer
export VERILOG_FILES = /design/flow/design.v
export SDC_FILE = /design/flow/constraint.sdc
export NUM_CORES = 4
export LEC_CHECK = 1
export CORE_UTILIZATION = 40
```

## constraint.sdc

```tcl
current_design line_drawer

set clk_period 7.2
set clk_io_pct 0.2

create_clock -name clk0 -period $clk_period [get_ports {clk}]

set non_clock_inputs [all_inputs -no_clocks]
set_input_delay [expr $clk_period * $clk_io_pct] -clock clk0 $non_clock_inputs
set_output_delay [expr $clk_period * $clk_io_pct] -clock clk0 [all_outputs]
```

## design.v

```verilog
module line_drawer
(
	output logic [10:0] x, y,
	output logic done,
	input logic [10:0] x0, y0, x1, y1,
	input logic clk, reset
);
	logic signed [11:0] error, deltax, deltay, error2, errordx, errordy;
	logic is_steep;  
	logic [10:0] tempx, tempy;
	always_comb
	begin
		tempy = (y1 > y0) ? (y1 - y0) : (y0 - y1);  
		tempx = (x1 > x0) ? (x1 - x0) : (x0 - x1);  
		errordx = error + deltax;
		errordy = error + deltay;
	end
	always_ff @(posedge clk)
	begin
		if (reset)  
		begin
			x <= x0;
			y <= y0;
			is_steep <= tempy > tempx;
			deltax <= tempx;
			error <= -(tempx / 11'd2);
			deltay <= tempy;
		end
		else
		begin 
			if (is_steep)  
			begin 
				if(y > y1)
				begin
					y <= y - 1'd1;
					error <= errordx;
					if (errordx >= 0)
					begin
						x <= (x0 < x1) ? (x + 1'd1) : (x - 1'd1);
						error <= errordx - deltay;
					end
				end
				if(y < y1)
				begin
					y <= y + 1'd1;
					error <= errordx;
					if (errordx >= 0)
					begin
						x <= (x0 < x1) ? (x + 1'd1) : (x - 1'd1);
						error <= errordx - deltay;
					end
				end
			end
			else
			begin  
				if(x < x1)
				begin
					x <= x + 1'd1;
					error <= errordy;
					if (errordy >= 0)
					begin
						y <= (y0 < y1) ? (y + 1'd1) : (y - 1'd1);
						error <= errordy - deltax;
					end
				end
				if(x > x1)
				begin
					x <= x - 1'd1;
					error <= errordy;
					if (errordy >= 0)
					begin
						y <= (y0 < y1) ? (y + 1'd1) : (y - 1'd1);
						error <= errordy - deltax;
					end
				end
			end
		end
	end   
endmodule   
```

==> results.txt <==
GRT Residual Overflow = 0
Peak supply drop = 0.173 mV
Hold Crit Class = reg -> reg
final hold viol count = 0
Clk Latency, worst-skew pair = 0.35 ns
largest net degree at the start of global routing = 44
vias per cell = 5.58
total power = 0.00419 W
Pre-Repair DR Iteration Count = 6
drt drc = 0
Synth Seq Share = 19.1%
Reg clk slew, reported paths = 0.06 ns
HPWL Detailed = 19.2 mm
Tcrit/Tclk final = 77.2%
ys async rst share = 0%
relative slew slack = 48.8%
setup TNS = 0 ns
worst path required time = 7.28 ns
CP Capture Point = is_steep$_DFFE_PP_
RSZ-0062 raised after global routing = no
CTS buffer count = 9
Chip Area = 23100 um^2
Area contributors post-synth = edfxtp_1 19%, ha_1 17%, xnor2_1 5.6%, mux2i_1 4.7%, inv_1 4.6%
Worst R2R Path Depth = 14
Fmax = 180 MHz
max_cap viols = 0
commonest non-fill, non-tap cells in the layout = 124 x ha_1, 110 x inv_1, 82 x nor2_1, 78 x nand2_1, 67 x a21oi_1
Clock Tree Buf Depth = 2
crit end category = flop
crit-path max FO = 12
Worst R2R Setup Slack = 3.34 ns
Max-area cell share = 19.1%
Starting Density = 41.0%
CTS Hold Bufs = 0
Critical Path Most Common Cell = o21a_1
Commonest flop = edfxtp_1
Tool Warnings = 49
clock root buffer = clkbuf_16
Synth warnings = 2
Finish-stage setup viols = 0
Mux area share = 6.18%
max incr delay on CP = 0.51 ns
die height = 152 um
most frequent logic cell in the layout = ha_1
WP buf/inv = 3
Cells after Synth = 1093
CP Launch Type = input pin
FP Rows = 54
WP depth = 20
# resized after CTS = 0
crit path launch = x0[2]
Post-Synth XOR/XNOR Area = 8.43%
worst hold margin = 0.706 ns
initial antenna violation count = 0
PD cells = 411 nW/um^2
WL final = 23.9 mm
IO Port Bufs = 67
Critical Path, Cell by Cell = clkdlybuf4s50_1 -> inv_1 -> ha_1 -> nand4_1 -> or3_4 -> o21a_4 -> nor2_8 -> mux2_2 -> inv_1 -> ha_1 -> nor2b_1 -> o21a_1 -> o21a_1 -> o21a_1 -> o21a_1 -> o21ai_0 -> nand2b_1 -> a21oi_1 -> a2bb2oi_1 -> a21oi_1
cell family with most CP delay = AND-OR/OR-AND gates
H-Tree Depth = 3
Worst path slowest cell = clkdlybuf4s50_1
detailed-route via count = 7978
Top non-seq family = AND-OR/OR-AND gates
worst slew pin tran = 0.748 ns
Die Wd = 152 um
Synth Register Bits = 57
ant diodes = 0
CTS tree = built
R2R Path End = error[10]$_DFFE_PP_
vias in the first global route = 7579
# fillers = 2123
I/O pin total = 69
Worst R2R Start = deltay[4]$_DFFE_PP_
final max-slew violation count = 0
CP arrival = 5.64 ns
DRT antenna net count = 0
area leader, netlist = edfxtp_1
outcome = completed
first-pass GRT wire length = 39.1 mm
synthesized area per cell = 8.22 um^2
# Post-CTS Setup Buffers = 0
Worst Clk Skew = 0.00976 ns
Total GRT Usage = 21.6%
Adder Area Share = 19.4%
post-synthesis cell type count = 95
RePlAce Congestion = 0.922
share of cells above drive strength 1 = 6.08%
routed length per instance = 16.7 um
Post-synth EDFFs = 57
leakage power = 4.44 nW
Area Overhead vs Synth = 13.5%
Setup CP Type = in -> reg
# Cells Yosys = 1093
Yosys chip area = 8980 um^2
Complex Gates by Area = 22.2%
Core ar. = 21900 um^2
post-synthesis cell area = 8980 um^2
First DRT Iteration DRCs = 315
Synth Area in Simple Gates = 18.1%
number of clock sinks = 57
final worst path period need = 5.56 ns
-- where the power goes --
part           switching, W  leakage [nW]  total [W]  internal, W
Sequential         0.000145         0.588   0.000658     0.000513
Combinational       0.00172          3.71    0.00311      0.00139
Clock              0.000163         0.142   0.000426     0.000264
-- metal layers --
| metal | share of wire [%] | track usage, % |
|---|---|---|
| met5 | 0 | 0 |
| met2 | 45 | 34.3 |
| met3 | 4.7 | 3.69 |
| met4 | 2.0 | 3.57 |
| met1 | 48 | 32.1 |
-- layout make-up --
class | count | area (um^2) | area share [%]
Tap cell | 280 | 350 | 3.43
Clock inverter | 7 | 61.3 | 0.601
Clock buffer | 9 | 225 | 2.21
Inverter | 112 | 420 | 4.12
Timing Repair Buffer | 76 | 733 | 7.19
Multi-Input combinational cell | 890 | 6700 | 65.7
Sequential cell | 57 | 1710 | 16.8
-- cell families (layout without fill, tap and decap cells) --
logic type	count (synthesis)	count (layout)
xor gates and xnor gates	83	83
buffers and inverters	146	204
adders and majority gates	135	135
DFF	57	57
AOI/OAI and AO/OA	296	296
other	1	1
and+or+nand+nor	321	321
muxes	54	54
-- state kept, by name, indices dropped and copies added (netlist names), named ones only --
signal    flops
error        12
is_steep      1
x            10
y            10
deltax       11
deltay       11
-- per-stage QoR --
step           worst slack (ns)  cell area [um^2]  cells  util [%]
5_1_grt                    1.23             10200   1431      46.6
2_1_floorplan              2.05              8980   1093         -
3_5_place_dp               1.31              9920   1415      45.3
6_report                   1.64             10200   1431      46.6
3_3_place_gp               1.39              9920   1415      45.3
4_1_cts                    1.66             10200   1431      46.6
-- worst min path at each step --
stage,cells past startpoint,from,endpoint,slack [ns]
4_1_cts,2,x[10]$_DFFE_PN_,x[10]$_DFFE_PN_,0.71
5_1_grt,2,x[10]$_DFFE_PN_,x[10]$_DFFE_PN_,0.78
6_report,2,x[10]$_DFFE_PN_,x[10]$_DFFE_PN_,0.71
-- cells in the mapped netlist (22+ instances only) --
| cell | number |
|---|---|
| xor2_1 | 22 |
| clkbuf_1 | 22 |
| o21a_1 | 27 |
| o21ai_1 | 22 |
| nor2_1 | 82 |
| nand2_1 | 78 |
| o21ai_0 | 36 |
| nand3_1 | 27 |
| edfxtp_1 | 57 |
| ha_1 | 124 |
| inv_1 | 110 |
| a21oi_1 | 67 |
| nor3_1 | 29 |
| xnor2_1 | 57 |
| mux2i_1 | 42 |
-- worst min-delay path: stages (launching register included) --
cell and delay (ns):
edfxtp_1 0.40, xnor2_1 0.09, o21ai_1 0.11
Power figures rest on the tool's default switching activity, not on a simulated workload.
